==> flow/run.sh <==
#!/bin/bash
# OpenROAD 26Q1-2900-gdf79404cd8, Yosys 0.63+post, stock flow scripts
make -C /OpenROAD-flow-scripts/flow DESIGN_CONFIG=/design/flow/config.mk WORK_HOME=/design/flow/orfs finish
==> flow/config.mk <==
export PLATFORM = sky130hd
export DESIGN_NAME = BinaryToSPFP
export DESIGN_NICKNAME = BinaryToSPFP
export VERILOG_FILES = /design/flow/design.v
export SDC_FILE = /design/flow/constraint.sdc
export NUM_CORES = 4
export LEC_CHECK = 1
export CORE_AREA = 10 10 70 70
export DIE_AREA = 0 0 80 80
==> flow/constraint.sdc <==
current_design BinaryToSPFP

set clk_period 2.0
set clk_io_pct 0.2

create_clock -name clk0 -period $clk_period

set non_clock_inputs [all_inputs -no_clocks]
set_input_delay [expr $clk_period * $clk_io_pct] -clock clk0 $non_clock_inputs
set_output_delay [expr $clk_period * $clk_io_pct] -clock clk0 [all_outputs]
==> flow/design.v <==
`timescale 1 ns / 1 ps
module BinaryToSPFP (
    input [7:0] I,
    output [31:0] O
);
    reg [7:0] E;
    reg [22:0] M;
    always @ (*)
        begin
            if (I[7])
                begin
                    E <= 8'd134;
                    M <= {I[6:0], 16'd0};
                end
            else if (I[6])
                begin
                    E <= 8'd133;
                    M <= {I[5:0], 17'd0};
                end
            else if (I[5])
                begin
                    E <= 8'd132;
                    M <= {I[4:0], 18'd0};
                end
            else if (I[4])
                begin
                    E <= 8'd131;
                    M <= {I[3:0], 19'd0};
                end
            else if (I[3])
                begin
                    E <= 8'd130;
                    M <= {I[2:0], 20'd0};
                end
            else if (I[2])
                begin
                    E <= 8'd129;
                    M <= {I[1:0], 21'd0};
                end
            else if (I[1])
                begin
                    E <= 8'd128;
                    M <= {I[0], 22'd0};
                end
            else if (I[0])
                begin
                    E <= 8'd127;
                    M <= 23'd0;
                end
            else
                begin
                    E <= 8'd0;
                    M <= 23'd0;
                end
        end
    assign O = {1'b0, E, M};
endmodule
==> results_dict.tcl <==
# place-and-route summary
set metrics [dict create \
    fillers 392 \
    design.seq.count 0 \
    drc_errors 0 \
    fp.coreArea_um2 3420 \
    min-delay-start "I[0]" \
    tool_warnings 33 \
    netlist.area_leader.share_pct 32.6 \
    syn_area_um2 483 \
    synth_area_leader_cell "buf_4" \
    holdWs_ns 1.26 \
    numPortBuffers 23 \
    maxSlewViolCount 0 \
    netlist-cell-type-count 24 \
    grt_max_degree 12 \
    fp-utilization_pct 14.1 \
    grt_pass1_wl_mm 2.66 \
    crit_end "O[29]" \
    fin_crit_ns 1.94 \
    clockBufferCount 0 \
    grt_setup_unrepaired "false" \
    die_area_um2 6400 \
    ys_seq_share_pct 0 \
    num_vias 601 \
    dp_hpwl_mm 1.38 \
    ys_cells 77 \
    combGateArea_um2 388 \
    holdCritPathClass "in2out" \
    wl_per_cell_um 11.0 \
    grt_pass1_vias 589 \
    topCellsByArea "buf_4 (33%), a21oi_1 (9.3%), nand2_1 (7.8%)" \
    grt_overflow_total 0 \
    worstSetupPathType "in2out" \
    cp.arrival_ns 1.54 \
    yosysWarnings 1 \
    critPathCaptureType "output port" \
    drive_gt1_share_pct 41.2 \
    placed_area_um2 783 \
    peakVddDrop_uv 47.8 \
    fmax_ghz 0.515 \
    hold_viol_final 0 \
    status "finished clean" \
    powerDensity_nw_per_um2 170 \
    syn_area_per_cell_um2 6.27 \
    total_leakage_power_uw 0.000455 \
    cp.required_ns 1.60 \
    syn_inst 77 \
    start_kind "input port" \
    routabilityCongestion 0.850 \
    die-width_um 80 \
    vias_per_cell 3.64 \
    antenna_left 0 \
    die_height_um 80 \
    n_antenna_cell 0 \
    max_cap_violations 0 \
    grt_use_total_pct 4.85 \
    power_uw 150 \
    ff_latch_area_um2 0 \
    finalSetupViolCount 0 \
    critical_path.startpoint "I[3]" \
    synthToLayoutAreaGrowth_pct 81.9 \
    ys_area_um2 483 \
    ys_top_cells_by_count "buf_4 (21), nand2_1 (10), a21oi_1 (9)" \
    crit_path_max_fanout 5 \
    yosys.cell_count.top_type "buf_4" \
    rows 21 \
    final_area_um2 878 \
    io_pins 40 \
    drtIter0Drc 56 \
    drt_wl_total_mm 1.82 \
    period_used_pct 97.1 \
    dr.pass1.iters 3 \
    antenna_found_initial 0 \
]
[power breakdown]
group	total (uW)	switching, uW	internal (uW)	leakage (uW)
Sequential	0	0	0	0
Combinational	150	62.9	86.7	0.000455
Clock	0	0	0	0
Total	150	62.9	86.7	0.000455
[how the worst min path moves through the flow]
stage         endpoint  slack (ns)  cells after the start
CTS              O[25]        1.38                      4
global route     O[25]        1.30                      4
finish           O[25]        1.26                      4
[repair_timing]
action / in CTS / in global routing
hold buffers: 0 / 0
gates resized: 44 / 18
pin swaps: 7 / 2
setup endpoints to repair: 15 / 7
buffers inserted: 3 / 6
cloned: 1 / 0
[routing by layer]
| metal | track usage, % | share of wire [%] | vias up |
|---|---|---|---|
| met3 | 1.25 | 7.0 | 0 |
| met2 | 8.51 | 48 | 20 |
| met4 | 0 | 0 | 0 |
| met1 | 6.13 | 45 | 273 |
| li1 | - | - | 308 |
| met5 | 0 | 0 | - |
[final cells by class]
class                           count  share of cell area (%)
Multi-Input combinational cell     64                    44.2
Tap cell                           46                    6.55
Inverter                            3                    1.28
Timing Repair Buffer               52                    48.0
[through the flow]
stage | setup WS (ns) | setup TNS (ns) | std cells | util (%)
after floorplan | 0.424 | 0 | 93 | -
after global placement | -0.567 | -6.68 | 155 | 22.9
after global routing | 0.00537 | 0 | 165 | 25.7
final | 0.0582 | 0 | 165 | 25.7
after CTS | -0.121 | -0.147 | 159 | 24.5
after detailed placement | -0.548 | -6.62 | 155 | 22.9
[cells in the final DEF (no fill, tap or decap), drive strengths merged, types with 2 or more instances in the layout]
master,count
buf,32
conb,17
nand2,10
dlygate4sd2,10
a21oi,9
o21ai,5
nor2,4
clkbuf,4
clkdlybuf4s50,3
inv,3
nand2b,2
o31ai,2
nor2b,2
a22o,2
and3,2
dlymetal6s2s,2
a211oi,2
[logic make-up after synthesis]
group                  share of synthesized area [%]
buffers and inverters                           41.7
AND/OR/NAND/NOR                                 28.0
AND-OR/OR-AND                                   29.5
other                                          0.776
[worst max-delay path, stage by stage]
cell	delay, ns
clkbuf_2	0.09
buf_6	0.12
buf_4	0.13
nor4_4	0.27
and3_4	0.23
buf_4	0.10
dlygate4sd2_1	0.20
Power and IR drop assume default switching activity.
